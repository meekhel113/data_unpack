### ./run.sh
#!/bin/bash
# OpenROAD 26Q1-2900-gdf79404cd8, Yosys 0.63+post, stock flow scripts
make -C /OpenROAD-flow-scripts/flow DESIGN_CONFIG=/design/flow/config.mk WORK_HOME=/design/flow/orfs finish
### ./config.mk
export PLATFORM = sky130hd
export DESIGN_NAME = data_unpack
export DESIGN_NICKNAME = data_unpack
export VERILOG_FILES = /design/flow/design.v
export SDC_FILE = /design/flow/constraint.sdc
export NUM_CORES = 4
export LEC_CHECK = 1
export CORE_UTILIZATION = 30
### ./constraint.sdc
current_design data_unpack

set clk_period 9.5
set clk_io_pct 0.2

create_clock -name clk0 -period $clk_period [get_ports {clk}]

set non_clock_inputs [all_inputs -no_clocks]
set_input_delay [expr $clk_period * $clk_io_pct] -clock clk0 $non_clock_inputs
set_output_delay [expr $clk_period * $clk_io_pct] -clock clk0 [all_outputs]
### ./design.v
module data_unpack
(
  input wire clk,      
  input wire rst,      
  output logic ready_out,      
  input wire valid_in,         
  input wire [31:0] data_in,   
  input wire sop_in,           
  input wire eop_in,           
  output logic valid_out,        
  output logic [6:0] data_out,   
  output logic sop_out,          
  output logic eop_out           
);
  logic first_packet;
  logic last_packet;
  logic eop_reg;
  logic sop_reg;
  logic valid_ready;
  logic restart;
  assign sop_out = first_packet & sop_reg; 
  assign eop_out = last_packet & eop_reg;
  assign valid_ready = valid_in & ready_out;     
  gearbox # (
    .IN_WIDTH  (32 ),
    .OUT_WIDTH (7  )
  ) 
  gearbox_inst (
    .rst( rst | restart),
    .valid_in (valid_ready),
    .*
  );
  assign ready_out = ~valid_out & ~restart;
  always_ff@(posedge clk)
  begin : PACKET_FLAGS
    if(rst) 
    begin
      eop_reg = '0;
      sop_reg = '0;
    end
    else
      if(valid_ready)
      begin
        eop_reg = eop_in;
        sop_reg = sop_in;
      end
  end
  always_ff@(posedge clk)
  begin
    if(rst)
      restart <= '0;
    else
      if(eop_out)
        restart <= 1;
      else
        restart <= 0;
  end
endmodule
module gearbox
# (
    parameter IN_WIDTH = 32,     
    parameter OUT_WIDTH = 7      
)
(
  input   wire            clk,     
  input   wire            rst,      
  input   wire                      valid_in,    
  input   wire    [IN_WIDTH-1:0]    data_in,     
  output  logic                     valid_out,   
  output  logic   [OUT_WIDTH-1:0]   data_out,    
  output  logic                     first_packet,  
  output  logic                     last_packet    
);
logic   [IN_WIDTH+OUT_WIDTH-1:0]          build_reg;   
logic   [$clog2(IN_WIDTH+OUT_WIDTH)-1:0]  valid_bits;    
assign valid_out = valid_bits <= IN_WIDTH;
assign first_packet = (valid_bits <= OUT_WIDTH);
assign last_packet = (valid_bits <= IN_WIDTH) && (valid_bits > (IN_WIDTH - OUT_WIDTH));
always_ff@(posedge clk)
begin : VALID_DELTA
  if(rst)
    valid_bits <= $size(build_reg);
  else
    case({valid_out, valid_in})
    2'b01: valid_bits <= valid_bits - IN_WIDTH;
    2'b10: valid_bits <= valid_bits + OUT_WIDTH;
    2'b11: valid_bits <= valid_bits - IN_WIDTH + OUT_WIDTH;
    endcase
end
always_ff@(posedge clk)
begin : BUILD_SHIFT
  if(rst) 
  begin
    build_reg <= 0;
  end
  else
    if(valid_in)
      build_reg <= {data_in, (build_reg[$size(build_reg)-1 -: OUT_WIDTH])};
    else if(valid_out) 
      begin
      end
end
assign data_out = build_reg[(valid_bits) +: OUT_WIDTH];
endmodule
==> ci_impl_report.md <==
## PnR job results

| Metric | Value |
|---|---|
| Max Cap Viol | `0` |
| Antenna Cells | `0` |
| Final setup viols | `0` |
| H-tree levels | `2` |
| Ys flops | `48` |
| Core area | `11,000 sq um` |
| Latency at later pin | `0.29 ns` |
| CP max stage delay | `0.62 ns` |
| Sequential power share | `41.6%` |
| Filler cell count | `1,127` |
| Cell count after synthesis | `408` |
| Area Growth Syn to Fin | `17.8%` |
| Post-CTS Setup Bufs | `0` |
| Slew headroom | `47.3%` |
| Pre-CTS WS | `4.65 ns` |
| Die Y | `109 microns` |
| Gate power share | `25.3%` |
| GR Util All Layers | `16.2%` |
| Status | `complete, no violations` |
| Fp util | `31.1%` |
| Routed via count | `3,000` |
| Filler-free cell count of the finished design | `574` |
| DRT antenna net count | `0` |
| Fin crit share | `54.3%` |
| # resized after CTS | `0` |
| I/O Pins | `48` |
| # hold bufs at CTS | `0` |
| Stage-log warning count | `27` |
| Placed Area | `3870 sq um` |
| Die Wd | `109 microns` |
| Vias per cell | `5.23` |
| Clock Sinks | `48` |
| CTS Buf Count | `5` |
| # rows | `38` |
| Initial antenna violation count | `0` |
| Hold Path Class | `flip-flop to flip-flop` |
| Setup TNS | `0 ns` |
| RSZ-0062 raised after global routing | `no` |
| Total congestion overflow | `0` |
| Top cell family by delay on the critical path | `buffers and inverters` |
| Yosys chip area | `3410 sq um` |
| Die area | `11,800 sq um` |
| Yosys cell count | `408` |
| Crit. End Element | `output pin` |
| Final Max Tran Viols | `0` |
| Worst-path cell chain | `buf_4 -> clkinv_1 -> ha_1 -> nor2b_1 -> nor3b_1 -> nand2_1 -> a21oi_1 -> clkdlybuf4s50_1` |
| Drt wl/cell | `15.7 microns` |
| CP max stage cell | `clkinv_1` |
| Final Hold Fails | `0` |
| Post-synth seq share | `28.2%` |
| Worst Path Required | `7.60 ns` |
| Post-Syn Area | `3410 sq um` |
| Async set-reset flop share out of synthesis | `0%` |
| Hpwl dp | `6480 microns` |
| DR iter-0 viols | `161` |
| Flop area | `962 sq um` |
| Clock root buffer | `clkbuf_16` |
| Internal power | `384 uW` |
| Switching power | `157 uW` |
| Clk pwr share | `33.1%` |
| Number of enable flip-flop cells | `0` |
| Commonest flop | `dfxtp_1` |
| Number of flip-flops in the largest register | `39` |
| Port bufs | `47` |
| First-pass GRT wire length | `14,700 microns` |
| Sw Share | `29.0%` |
| Worst setup SP type | `flip-flop` |
| DRT Wirelength | `9030 microns` |
| Share of cells above drive strength 1 | `10.1%` |
| Leak Pwr | `0.00155 uW` |
| CTS tree | `built` |
| CTS clk-pin slew, worst paths | `0.06 ns` |
| Tot Pwr | `541 uW` |
| Placed Cells | `566` |
| Cell area after layout | `4020 sq um` |
| Pwr Density | `135 nW/um^2` |
| Routability cong. | `0.890` |
| Clock Skew | `0.00446 ns` |
| Logic cell area | `2210 sq um` |
| Critical path class | `flip-flop to output pin` |
| 1st-pass router iterations | `4` |
| Clk buf depth | `2` |
| Cell variety after synth | `57` |
| Vias in the first global route | `2,838` |
| Worst-Margin Slew | `0.790 ns` |
| DRC errors left | `0` |
| Avg Inst Size Synth | `8.36 sq um` |
| Max VDD drop | `0.0000825 V` |
| Pin count of the biggest net entering global routing | `51` |
| CP arrival | `3.26 ns` |
| Largest fanout on the critical path | `37` |
| Fin worst setup slack | `4.34 ns` |
| Achievable Freq | `194 MHz` |
| Worst Path Buf+Inv | `3` |
| Clock period minus worst slack | `5.16 ns` |
| Syn. warnings | `2` |
==> layer usage <==
layer	track usage [%]	vias up	wire [microns]
met2	25.2	59	4110
met4	1.25	0	72
met5	0	-	0
met1	25.0	1424	4430
met3	2.86	6	418
li1	-	1511	-
==> cell type report <==
type | count | share of cell area (%)
clock buffer | 7 | 3.55
clock inverter | 1 | 0.187
inverter | 3 | 0.280
multi-input combinational | 322 | 54.9
sequential | 48 | 23.9
tap | 140 | 4.36
timing repair buffer | 53 | 12.8
==> through the flow <==
| stage | hold WS (ns) | util (%) |
|---|---|---|
| after CTS | 0.456 | 36.6 |
| after global routing | 0.477 | 36.6 |
| final | 0.453 | 36.6 |
| after floorplan | 0.426 | - |
| after detailed placement | 0.447 | 35.2 |
| after global placement | 0.443 | 35.2 |
==> cell usage after synthesis (all sizes together) (2+ instances only) <==
library cell	instances	share of area (%)
a21o	2	0.44
a21oi	47	6.9
a22oi	5	1.1
a2bb2oi	2	0.51
a31oi	4	0.92
and2	3	0.62
buf	23	5.7
clkbuf	12	1.3
dfxtp	48	28
ha	3	1.1
inv	2	0.22
mux2	9	3.0
mux2i	37	11
mux4	15	9.9
nand2	107	12
nand2b	6	1.1
nand3	8	1.2
nand4	4	0.73
nor2	14	1.5
nor2b	10	1.8
nor3b	4	1.0
o2111ai	2	0.51
o211ai	3	0.66
o21ai	6	0.88
o22a	3	0.77
o311ai	3	0.77
o31ai	3	0.81
or3	2	0.37
xnor2	2	0.51
==> worst paths after layout <==
kind                                                 start                        end  slack, ns  depth (start not counted)
worst max register to register  gearbox_inst.valid_bits[0]  gearbox_inst.build_reg[1]       6.45                          9
worst min-delay path                               eop_reg                    eop_reg       0.45                          2
worst max-delay path            gearbox_inst.valid_bits[0]                    eop_out       4.34                          8
worst min register to register                     eop_reg                    eop_reg       0.45                          2
==> power groups by stage <==
stage	logic (uW)	clock network (uW)	registers, uW
CTS	138	183	225
finish	137	179	225
global route	150	192	227
==> logic make-up (layout without fill, tap and decap cells) <==
family | after synthesis | after routing | synth area share (%)
AND-OR/OR-AND | 91 | 91 | 17.5
XOR/XNOR | 3 | 3 | 0.770
adder cells (fa/ha/maj) | 3 | 3 | 1.10
buffers and inverters | 38 | 64 | 7.37
flip-flops | 48 | 48 | 28.2
multiplexers | 61 | 61 | 23.7
AND/OR/NAND/NOR | 164 | 164 | 21.4
==> cell usage in the layout, fill, tap and decap left out, types with 2 or more instances in the layout <==
cell / synthesis / layout
nand2_1: 107 / 107
clkbuf_16: 0 / 5
nor3b_1: 3 / 3
a21o_1: 2 / 2
clkdlybuf4s50_1: 0 / 47
buf_4: 6 / 6
o22a_1: 3 / 3
nor2_1: 14 / 14
a31oi_1: 3 / 3
o311ai_0: 2 / 2
mux4_2: 15 / 15
dfxtp_1: 48 / 47
inv_1: 2 / 2
nand4_1: 4 / 4
mux2_2: 9 / 9
o31ai_1: 2 / 2
and2_1: 2 / 2
or3_1: 2 / 2
ha_1: 3 / 3
o211ai_1: 3 / 3
nand3_1: 8 / 8
a2bb2oi_1: 2 / 2
xnor2_1: 2 / 2
o21ai_0: 6 / 6
a21oi_1: 47 / 47
mux2i_1: 37 / 37
o2111ai_1: 2 / 2
nor2b_1: 10 / 10
nand2b_1: 6 / 6
a22oi_1: 5 / 5
==> worst min-delay path: stages, from the launching register on <==
cell and delay, ns:
dfxtp_1 0.31, nand2_1 0.05, a21oi_1 0.05
Power is estimated from default activity; no workload was simulated.
